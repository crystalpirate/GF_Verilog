==> /design/flow/design.v <==
module mod256_down_counter_o(
  input clk, 
  input start,
  output reg [7:0] counter_output
  );
always @ (posedge clk)
 begin
  if (start) begin
     counter_output <= 8'd0;
    if(counter_output == 8'b00000000) begin
      counter_output <= 8'b11111111;
         end
    else begin
      counter_output = counter_output - 1'b1;
         end
  end
 end
endmodule
==> /design/flow/run.sh <==
#!/bin/bash
# OpenROAD 26Q1-2900-gdf79404cd8, Yosys 0.63+post, stock flow scripts
make -C /OpenROAD-flow-scripts/flow DESIGN_CONFIG=/design/flow/config.mk WORK_HOME=/design/flow/orfs finish
==> /design/flow/config.mk <==
export PLATFORM = sky130hd
export DESIGN_NAME = mod256_down_counter_o
export DESIGN_NICKNAME = mod256_down_counter_o
export VERILOG_FILES = /design/flow/design.v
export SDC_FILE = /design/flow/constraint.sdc
export NUM_CORES = 4
export LEC_CHECK = 1
export CORE_AREA = 10 10 70 70
export DIE_AREA = 0 0 80 80
==> /design/flow/constraint.sdc <==
current_design mod256_down_counter_o

set clk_period 3.2
set clk_io_pct 0.2

create_clock -name clk0 -period $clk_period [get_ports {clk}]

set non_clock_inputs [all_inputs -no_clocks]
set_input_delay [expr $clk_period * $clk_io_pct] -clock clk0 $non_clock_inputs
set_output_delay [expr $clk_period * $clk_io_pct] -clock clk0 [all_outputs]
==> impl_metrics.env <==
# source this file to load flow results
export IMPL_syn_avg_cell_area_um2=11.42
export IMPL_rr_startpoint="counter_output[0]"
export IMPL_tightest_slew_ns=0.4676
export IMPL_ctsHtreeMaxLevel=1
export IMPL_slowest_stage="clkdlybuf4s50_1"
export IMPL_hold_slack_ns=0.6810
export IMPL_rsz0062_at_grt="false"
export IMPL_routed_wl_um=978
export IMPL_first_iter_violations=12
export IMPL_ys_cells=40
export IMPL_cts_hold_buf=0
export IMPL_finalCritPeriodShare_pct=60.02
export IMPL_syn2layout_area_growth_pct=37.26
export IMPL_period_needed_ns=1.921
export IMPL_root_buffer="clkbuf_4"
export IMPL_logic_area_um2=201.4
export IMPL_clock_latency_ns=0.25
export IMPL_clkSinkCount=8
export IMPL_die_y_um=80
export IMPL_synth_seq_share_pct=52.60
export IMPL_warnings=26
export IMPL_syn_area_um2=456.7
export IMPL_crit_path_end_kind="output pin"
export IMPL_p_int_w=0.0002033
export IMPL_clockBufferDepth=2
export IMPL_reg2regPathDepth=5
export IMPL_n_fill_cell=388
export IMPL_dp_cells=95
export IMPL_drive_gt1_share_pct=11.54
export IMPL_antenna_found_initial=0
export IMPL_gr_usage_all_layers_pct=3.327
export IMPL_ys_warn_count=1
export IMPL_worst_hold_startpoint="counter_output[0]"
export IMPL_grt_max_degree=9
export IMPL_dp_hpwl_um=793.5
export IMPL_grt_pass1_vias=359
export IMPL_fin_cells=98
export IMPL_portBuffers=9
export IMPL_die_area_mm2=0.006400
export IMPL_switchingPower_w=0.00006544
export IMPL_p_leak_nw=0.2194
export IMPL_fin_tns_setup_ns=0
export IMPL_die_w_um=80
export IMPL_min_delay_path_class="reg2reg"
export IMPL_max_freq_mhz=520.7
export IMPL_crit_type="reg2out"
export IMPL_path_cells="clkdlybuf4s50_1"
export IMPL_ys_flops=8
export IMPL_io_pins=10
export IMPL_row_count=21
export IMPL_clk_pin_slew_ns=0.05
export IMPL_top_regs="counter_output (8)"
export IMPL_sw_frac_of_total_pct=24.35
export IMPL_post_cts_setup_buffer_count=0
export IMPL_yosys_area_um2=456.7
export IMPL_powerDensity_mw_per_mm2=428.7
export IMPL_antenna_cells=0
export IMPL_setup_violations=0
export IMPL_core_mm2=0.003416
export IMPL_grt_pass1_wl_mm=1.649
export IMPL_ys_types=21
export IMPL_critical_path_buf_inv_count=1
export IMPL_arrival_ns=1.28
export IMPL_clkPwrFrac_pct=27.3
export IMPL_cts_tree="built"
export IMPL_status="completed"
export IMPL_largest_reg_flops=8
export IMPL_cts_made_buffers=3
export IMPL_cp_required_ns=2.56
export IMPL_total_power_w=0.0002687
export IMPL_maxSlewHeadroom_pct=68.39
export IMPL_route_vias_total=354
export IMPL_drv_slew=0
export IMPL_dr_pass1_iters=4
export IMPL_critical_path_top_delay_family="buffers and inverters"
export IMPL_wl_per_cell_um=9.980
export IMPL_synthCells=40
export IMPL_startpoint_type="flip-flop"
export IMPL_combPwrFrac_pct=18.6
export IMPL_overflow=0
export IMPL_fp_util_pct=13.37
export IMPL_remaining_drc_errors=0
export IMPL_hold_viol=0
export IMPL_hold_path_endpoint="counter_output[0]"
export IMPL_via_per_inst=3.612
export IMPL_r2r_end="counter_output[3]"
export IMPL_pwr_share_seq_pct=54.1
export IMPL_whs_path_depth=1
export IMPL_crit_path_max_fanout=7
export IMPL_critPathMaxStageDelay_ns=0.53
export IMPL_flop_area_um2=240.2
export IMPL_skew_ns=0.003655
export IMPL_peakVddDrop_mv=0.2310
export IMPL_place_congestion=0.7729
export IMPL_reg2reg_slack_ns=1.59
export IMPL_cts_repair_resized=0
export IMPL_top_register="counter_output"
export IMPL_ant_nets=0
export IMPL_drv_cap=0
[Yosys cell counts]
| cell | n | area [µm²] |
|---|---|---|
| edfxtp_1 | 8 | 240.2 |
| o21ai_0 | 2 | 10.01 |
| a31o_1 | 1 | 8.760 |
| nor3_1 | 2 | 10.01 |
| a41oi_1 | 1 | 8.760 |
| a22o_2 | 1 | 10.01 |
| ha_1 | 2 | 25.02 |
| nand2_1 | 5 | 18.77 |
| xnor2_1 | 1 | 8.760 |
| mux2_2 | 1 | 11.26 |
| nor2_1 | 2 | 7.510 |
| inv_1 | 4 | 15.01 |
| o22ai_1 | 1 | 6.260 |
| a31oi_1 | 1 | 6.260 |
| a21oi_1 | 1 | 5.000 |
| o21bai_1 | 1 | 7.510 |
| nor3b_1 | 1 | 7.510 |
| nand2b_1 | 2 | 12.51 |
| nor4_4 | 1 | 21.27 |
| a211oi_1 | 1 | 7.510 |
| nor4b_1 | 1 | 8.760 |
[through the flow]
step                      area, µm²  setup slack (ns)  util [%]
after floorplan               456.7             1.812         -
after global placement        604.3             1.544     17.69
after detailed placement      604.3             1.526     17.69
after CTS                     626.9             1.253     18.35
after global routing          626.9             1.172     18.35
final                         626.9             1.279     18.35
[worst max path at each step]
stage / from / endpoint / cells after the start
after CTS: counter_output[2] / counter_output[2] / 1
after global routing: counter_output[2] / counter_output[2] / 1
final: counter_output[2] / counter_output[2] / 1
[cell usage in the layout, fill, tap and decap left out, drive strengths merged]
master         count
a31oi              1
edfxtp             8
nor4b              1
nor2               2
o21ai              2
nor3b              1
nor3               2
mux2               1
clkdlybuf4s50      9
ha                 2
nand2b             2
o21bai             1
clkbuf             3
a22o               1
a41oi              1
a211oi             1
a31o               1
o22ai              1
xnor2              1
nand2              5
nor4               1
inv                4
a21oi              1
[final cells by class]
type	count	share of cell area, %
flip-flops and latches	8	38.32
multi-input cells	28	32.14
repair buffers	9	14.37
well taps	46	9.182
clock buffers	3	3.593
inverters	4	2.395
[kinds of logic after synthesis]
logic type,synth area share (%)
buf+inv,3.287
fa+ha+maj,5.479
simple gates,18.91
flops,52.60
compound gates,15.35
mux,2.466
xor+xnor,1.918
[power by group through the flow]
stage	clock (W)	combinational (W)	sequential, W
finish	0.0000735	0.0000499	0.000145
global route	0.0000877	0.0000565	0.000148
CTS	0.0000757	0.0000514	0.000146
[layer usage]
layer / vias to the layer above / part of all wire (%) / global-route usage [%]
li1: 177 / - / -
met1: 165 / 50 / 4.264
met2: 12 / 41 / 4.896
met3: 0 / 9.2 / 2.045
met4: 0 / 0 / 0.1761
met5: - / 0 / 0
