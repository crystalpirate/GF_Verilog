File: flow/config.mk
export PLATFORM = sky130hd
export DESIGN_NAME = A_Array
export DESIGN_NICKNAME = A_Array
export VERILOG_FILES = /design/flow/design.v
export SDC_FILE = /design/flow/constraint.sdc
export NUM_CORES = 4
export LEC_CHECK = 1
export CORE_AREA = 10 10 203 203
export DIE_AREA = 0 0 213 213
File: flow/constraint.sdc
current_design A_Array

set clk_period 1.0
set clk_io_pct 0.2

create_clock -name clk0 -period $clk_period

set non_clock_inputs [all_inputs -no_clocks]
set_input_delay [expr $clk_period * $clk_io_pct] -clock clk0 $non_clock_inputs
set_output_delay [expr $clk_period * $clk_io_pct] -clock clk0 [all_outputs]
File: flow/design.v
module A_Array (
        input b_i,
        input signed [255:0] a,
        output reg signed [255:0] sum
);
always @ * 
if (b_i == 1'b1) begin
sum = a;
end
else begin
sum = 256'b0;
end
endmodule
File: flow/run.sh
#!/bin/bash
# OpenROAD 26Q1-2900-gdf79404cd8, Yosys 0.63+post, stock flow scripts
make -C /OpenROAD-flow-scripts/flow DESIGN_CONFIG=/design/flow/config.mk WORK_HOME=/design/flow/orfs finish
==> run summary <==
Flow results are below.

- The post-layout period usage of the worst path is 145.8%, for reference.
- Sequential cells placed in the final layout were counted as 0.
- The number of antenna violations at the first check in global routing came to 10.
- The routed layout has 4110 vias.
- Per the detail_route report, DRC violations left total 0.
- The placed instance count is 1251, for reference.
- The via count of the first global-routing pass is 4065, for reference.
- The tool flagged a number of max-cap violations equal to 0.
- The wire length of the first global-routing pass is 29260 µm, for reference.
- STA on the placed design reports a worst setup slack of -0.5687 ns.
- At the end of routability-driven placement, the weighted congestion stood at 1.026.
- At the floorplan stage, the core utilization is reported as 4.756%.
- The smallest setup slack after layout is -0.4578 ns, for reference.
- After synthesis the cells add up to 1745 µm².
- The number of clock buffers in the layout is 0, for reference.
- The row count is 70, for reference.
- Of all cell types, the one taking the most synthesized area is sky130_fd_sc_hd__and2_1.
- The hold path depth is 3, for reference.
- The total tool warning count is 34, for reference.
- The class of the tightest hold or removal check is input port to output port, for reference.
- The top cell type by area accounts for 91.76% of the synthesized area.
- The dominant cell by count in the synthesized netlist is sky130_fd_sc_hd__and2_1, for reference.
- A synthesized cell averages 6.146 µm².
- The die outline width is 213 µm, for reference.
- Looking at the power breakdown, the clock network takes 0% of the total.
- STA classifies the critical path endpoint as an output port.
- Counting I/O delays and the setup requirement, the final critical path takes 1.458 ns.
- The required arrival time at the worst endpoint is 0.80 ns, for reference.
- The post-CTS hold buffer count recorded in the log is 0.
- The post-route netlist has 43.42% of its cells at a drive strength greater than 1.
- The data arrival time reported for the critical path is 1.26 ns.
- The worst pin sits at a relative slew slack of 88.19%.
- Dividing total power by cell area gives a power density of 354.3 nW/µm².
- In the routed layout, each cell is associated on average with a via count of 3.121.
- The signal on the critical path passes through buf_16 -> buf_12 -> buf_16 -> and2_1 -> clkdlybuf4s50_1.
- For the pin with the worst max-slew slack, the measured transition is 0.1772 ns.
- The sequential cells in the finished layout cover a total of 0 µm².
- The total area inside the core boundary comes to 36700 µm².
- The finished layout holds 1317 standard cells, fillers aside.
- The overflow left after global routing is 0, for reference.
- The slowest stage of the critical path belongs to the cell sky130_fd_sc_hd__clkdlybuf4s50_1.
- The sum of net half-perimeters after detailed placement is 19370 µm, for reference.
- The die covers 45370 µm².
- Pins over their slew limit in the final report were tallied at 0.
- The commonest cells after synthesis are 256 x sky130_fd_sc_hd__and2_1, 24 x sky130_fd_sc_hd__clkbuf_2, 2 x sky130_fd_sc_hd__clkbuf_4.
- The number of fill cells in the layout is 3935, for reference.
- Per the post-synthesis report, the number of cells in the design is 284.
- The count of buffers from port buffering is 513, for reference.
- The cell occurring most often along the worst timing path is sky130_fd_sc_hd__buf_16, for reference.
- Endpoints failing hold in the final report were tallied at 0.
- The detail-routed net length per standard cell is 18.99 µm, for reference.
- The flow reports that combinational logic draws 100.0% of the design power.
- The script computed the net switching share of total power as 27.03%.
- The die span in y is 213 µm, for reference.
- The worst stage delay on the critical path is 0.48 ns, for reference.
- Pin placement for this block handled 513 I/O pins.
- The worst hold path endpoint is sum[251], for reference.
- STA classifies the critical path startpoint as an input port.
- Entering global routing, the biggest net connects 53 pins.
- The share of total power dissipated in sequential elements is 0%.
- In this run the remaining antenna-violating nets after routing total 0.
- Per the synthesis report, the number of distinct cell types is 5.
- The net switching component of the power is 0.0008095 W, for reference.
- The final reports fail on negative setup slack.
- In this run the layout overhead on the synthesized area is reported as 384.3%.
- For this run, the total global-route usage over all layers was measured as 8.795%.
- The aggregate routed wire length is 25010 µm, for reference.
- The main area contributors are sky130_fd_sc_hd__and2_1 92%, sky130_fd_sc_hd__clkbuf_2 6.9%, sky130_fd_sc_hd__clkbuf_4 0.86%, sky130_fd_sc_hd__buf_2 0.29%, sky130_fd_sc_hd__clkbuf_1 0.22%.
- The number of setup violations in the final report is 249, for reference.
- In this run the VDD rail shows a maximum IR drop of 0.0001537 V.
- Cell internal power was estimated by the tool at 0.002186 W.
- Before antenna repair, the detailed router went through 4 iterations.
- For this run, the register share of the synthesized area comes to 0%.
- The worst setup path is of the input port to output port kind.
- In this run, the number of DRC markers left after iteration 0 of detailed routing was 134.
- Yosys reports a chip area of 1745 µm².
- The maximum clock frequency is 0.6859 GHz, for reference.
- Looking at hold timing, the worst path starts from a[251].
- The run finished, with violations left.
- The number of cells in the yosys synthesis report is 284, for reference.
- The yosys synthesis warning count is 1, for reference.
- Setup repair after global routing could not meet its margin everywhere.
- The leakage component of the power was reported as 4.947 nW.
- The maximum fanout along the worst path is 18, for reference.
==> per-layer routing <==
| layer | global-route usage [%] | share of wire, % |
|---|---|---|
| met5 | 0 | 0.084 |
| met4 | 1.157 | 1.2 |
| met3 | 2.913 | 9.9 |
| met2 | 15.30 | 49 |
| met1 | 10.52 | 40 |
==> how the worst max path moves through the flow <==
stage | from | to | slack, ns | cells after the start
after CTS | b_i | sum[26] | -0.48 | 5
after global routing | b_i | sum[1] | -0.49 | 5
final | b_i | sum[194] | -0.46 | 5
==> critical path, delay by kind of cell <==
| kind | cells | cell delay [ns] |
|---|---|---|
| buf+inv | 4 | 0.89 |
| simple gates | 1 | 0.14 |
==> layout make-up <==
type	count	area, µm²	area share [%]
antenna	6	15.01	0.1776
timing repair buffer	587	5936	70.22
tap	468	585.6	6.927
multi-input combinational	256	1917	22.68
==> power groups by stage <==
stage          Clock (W)  Combinational (W)  Sequential (W)
6_report  0.000000000803            0.00300               0
5_1_grt   0.000000000535            0.00319               0
4_1_cts                0            0.00265               0
==> per-stage QoR <==
step                cell area, µm²  power [W]  hold WS [ns]  TNS (ns)  util (%)
finish                        8453   0.002995        0.6752    -59.01     23.03
CTS                           7506   0.002651        0.7912    -80.17     20.45
detailed placement            7475   0.002643         1.263   -126.09     20.37
global route                  8448   0.003189        0.6938    -65.46     23.02
floorplan                     1745  0.0003566        0.4773         0         -
global placement              7475   0.002656         1.259   -125.09     20.37
==> kinds of logic (layout without fill, tap and decap cells) <==
kind of cell           after synthesis  after routing  synth area share, %
other                                0              6                    0
buffers and inverters               28            587                8.243
and+or+nand+nor                    256            256                91.76
==> layout by cell type (no fill, tap or decap) <==
master,n
sky130_fd_sc_hd__and2_1,130
sky130_fd_sc_hd__and2_4,126
sky130_fd_sc_hd__buf_12,8
sky130_fd_sc_hd__buf_16,9
sky130_fd_sc_hd__buf_2,29
sky130_fd_sc_hd__buf_4,15
sky130_fd_sc_hd__buf_6,64
sky130_fd_sc_hd__buf_8,12
sky130_fd_sc_hd__clkbuf_16,11
sky130_fd_sc_hd__clkbuf_2,91
sky130_fd_sc_hd__clkdlybuf4s15_1,1
sky130_fd_sc_hd__clkdlybuf4s15_2,1
sky130_fd_sc_hd__clkdlybuf4s50_1,163
sky130_fd_sc_hd__diode_2,6
sky130_fd_sc_hd__dlygate4sd2_1,81
sky130_fd_sc_hd__dlymetal6s2s_1,102
==> timing repair <==
| action | in CTS | in global routing |
|---|---|---|
| buffers inserted | 6 | 35 |
| setup endpoints to repair | 256 | 254 |
| gates resized | 436 | 450 |
| gates cloned | 7 | 15 |
| pin swaps | 25 | 38 |
Power figures rest on the tool's default switching activity, not on a simulated workload.
