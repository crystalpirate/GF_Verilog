===== flow/run.sh =====
#!/bin/bash
# OpenROAD 26Q1-2900-gdf79404cd8, Yosys 0.63+post, stock flow scripts
make -C /OpenROAD-flow-scripts/flow DESIGN_CONFIG=/design/flow/config.mk WORK_HOME=/design/flow/orfs finish

===== flow/config.mk =====
export PLATFORM = sky130hd
export DESIGN_NAME = mod256_down_counter
export DESIGN_NICKNAME = mod256_down_counter
export VERILOG_FILES = /design/flow/design.v
export SDC_FILE = /design/flow/constraint.sdc
export NUM_CORES = 4
export LEC_CHECK = 1
export CORE_AREA = 10 10 70 70
export DIE_AREA = 0 0 80 80

===== flow/constraint.sdc =====
current_design mod256_down_counter

set clk_period 2.4
set clk_io_pct 0.2

create_clock -name clk0 -period $clk_period [get_ports {clk}]

set non_clock_inputs [all_inputs -no_clocks]
set_input_delay [expr $clk_period * $clk_io_pct] -clock clk0 $non_clock_inputs
set_output_delay [expr $clk_period * $clk_io_pct] -clock clk0 [all_outputs]

===== flow/design.v =====
module mod256_down_counter(
  input clk, 
  input start,
  output reg [7:0] counter_output
  );
initial begin
counter_output = 8'b0;
end
always @ (posedge clk)
 begin
  if (start) begin
    if(counter_output == 8'b00000000) begin
      counter_output <= 8'b11111111;
         end
    else begin
      counter_output = counter_output - 1'b1;
         end
  end
 end
endmodule

==> results_slide.txt <==
Synthesis and Place & Route Summary

Status
  – Status: finished clean

Synth
  – Ys flop type: edfxtp_1
  – Synth Seq Share: 52.6%
  – Biggest area cells: edfxtp_1, ha_1, nor4_4
  – Number of cells in Yosys stat: 40
  – Yosys top cell by area: edfxtp_1
  – Avg Synthesized Cell Area: 11.4 um2
  – Post-synth top cells: edfxtp_1, nand2_1, inv_1
  – Mapped Area: 457 um2
  – Max-area cell share: 52.6%
  – Cells after Synth: 40
  – Synth Warn #: 1
  – Synthesis area per yosys: 457 um2
  – Number of enable flip-flop cells: 8
  – Synth async-reset ratio: 0%
  – Post-synth regs: 8
  – Most frequent cell after synthesis: edfxtp_1
  – Yosys cell types: 21

Clock tree
  – Clock tree buffer depth: 2
  – Max H-tree Level: 1
  – # Post-CTS Setup Buffers: 0
  – Post-cts sizing count: 0
  – Clock transition at path regs: 0.05 ns
  – TritonCTS Sinks: 8
  – CTS buffer count: 3
  – Hold buffers post-CTS: 0
  – TritonCTS clock tree: built
  – Late-Pin Clk Latency: 0.25 ns
  – CTS root buffer: clkbuf_4

Setup path
  – WS Path Type: flop to output port
  – Bufs and invs on worst path: 1
  – FF-to-FF setup slack: 0.80 ns
  – Slowest CP cell: clkdlybuf4s50_1
  – Cell Chain, Critical Path: clkdlybuf4s50_1
  – Crit-path max cell delay: 0.53 ns
  – Reg2Reg Launch Point: counter_output[0]$_SDFFCE_PN1P_
  – R2R depth: 5
  – Delay-heaviest family, CP: buffers and inverters
  – Setup crit start kind: flop
  – WP data required: 1.92 ns
  – Crit. End Element: output port
  – Worst R2R End: counter_output[3]$_SDFFCE_PN1P_
  – Crit path DAT: 1.28 ns
  – Critical-path maximum fanout: 7

Cells and area
  – Biggest register: counter_output
  – Synthesis-to-layout area growth: 37.3%
  – Top Registers: counter_output: 8 flops
  – Post-route cell area: 627 um2
  – Fillers: 387
  – Fin util: 18.4%
  – Fraction of layout cells with a size suffix above 1: 11.5%
  – Max reg flops: 8
  – Fin cells: 98

Floorplanning
  – # IOs: 10
  – Die area: 6400 um2
  – Core area: 3420 um2
  – Fp util: 13.4%
  – Rows: 21
  – DIE HEIGHT: 80 um
  – Die Wd: 80 um

Timing
  – RSZ-0062 raised after global routing: no
  – Post-route setup TNS: 0 ns
  – Setup violators final: 0
  – Worst Skew: 0.00309 ns
  – Max_slew headroom: 67.4%
  – Final setup margin: 0.640 ns
  – Hold slack: 0.675 ns
  – Worst-Margin Slew: 0.483 ns
  – Fin crit period: 1.76 ns
  – Tcrit/Tclk final: 73.3%
  – Fmax: 0.568 GHz
  – Max Slew Vio Count: 0
  – Final Hold Fails: 0

GRT
  – Pin count of the biggest net entering global routing: 9
  – Initial antenna violation count: 0
  – Vias in the first global route: 361
  – Grt ovf: 0
  – Gr usage total: 3.14%
  – First-pass GRT wire length: 1.59 mm

Drt
  – Antenna Nets Post-Route: 0
  – Drt drc: 0
  – Ant. Diodes: 0
  – Router iterations before antenna repair: 3
  – Post-Route WL: 945 um
  – WL/cell: 9.64 um
  – Vias: 345
  – Initial DRC Count: 7
  – Routed vias/inst: 3.52

Pwr
  – Lkg Pwr: 0.219 nW
  – Internal power: 271 uW
  – Net Switching: 85.2 uW
  – Clk pwr share: 27.2%
  – Power per Cell Area: 568 nW/um2
  – Worst vdd ir: 0.000199 V
  – PnR Total Power: 356 uW
  – Combinational power share: 18.3%
  – Sequential fraction of design power: 54.5%
  – Switching share of power: 23.9%

Placed design
  – Final Wtd Congestion: 0.796
  – Port Buffers: 9
  – Placed Area: 604 um2
  – Placed insts: 95
  – Final HPWL DP: 754 um
  – Pre-CTS setup slack: 0.841 ns

Hold path
  – Min-delay worst type: flop to flop
  – Hold Path Origin: counter_output[0]$_SDFFCE_PN1P_
  – Hold Path Stages: 1
  – WHS Endpoint: counter_output[0]$_SDFFCE_PN1P_

Flow run
  – Maxcap violations: 0
  – Tool warnings: 26
-- cell families (layout without fill, tap and decap cells) --
| family | Yosys count | count (layout) | synth area share (%) |
|---|---|---|---|
| muxes | 1 | 1 | 2.47 |
| and+or+nand+nor | 14 | 14 | 18.9 |
| xor gates and xnor gates | 1 | 1 | 1.92 |
| DFF | 8 | 8 | 52.6 |
| AOI/OAI and AO/OA | 10 | 10 | 15.3 |
| buffers and inverters | 4 | 16 | 3.29 |
| adders and majority gates | 2 | 2 | 5.48 |
-- power by group through the flow --
stage / Sequential [mW] / Clock, mW / Combinational, mW
final: 0.194 / 0.0968 / 0.0652
after CTS: 0.194 / 0.103 / 0.0673
after global routing: 0.197 / 0.117 / 0.0745
-- cells in the final DEF (no fill, tap or decap), drive strengths merged --
| cell | count |
|---|---|
| o22ai | 1 |
| clkbuf | 3 |
| nor4 | 1 |
| xnor2 | 1 |
| ha | 2 |
| nor3b | 1 |
| a31o | 1 |
| nor3 | 2 |
| nor2 | 2 |
| a41oi | 1 |
| mux2 | 1 |
| a22o | 1 |
| edfxtp | 8 |
| clkdlybuf4s50 | 9 |
| nand2 | 5 |
| nor4b | 1 |
| a31oi | 1 |
| o21ai | 2 |
| a211oi | 1 |
| o21bai | 1 |
| inv | 4 |
| nand2b | 2 |
| a21oi | 1 |
-- how the worst max path moves through the flow --
stage                          startpoint           endpoint  cells after the start
5_1_grt   counter_output[2]$_SDFFCE_PN1P_  counter_output[2]                      1
6_report  counter_output[2]$_SDFFCE_PN1P_  counter_output[2]                      1
4_1_cts   counter_output[2]$_SDFFCE_PN1P_  counter_output[2]                      1
-- per-layer routing --
| layer | global-route usage [%] | up-vias | wire (um) |
|---|---|---|---|
| met5 | 0 | - | 0 |
| li1 | - | 178 | - |
| met2 | 4.41 | 13 | 381 |
| met1 | 3.79 | 154 | 455 |
| met4 | 0.352 | 0 | 0 |
| met3 | 2.50 | 0 | 108 |
-- cell type report --
class                   instances  area [um2]  area share (%)
clock buffers                   3        22.5            3.59
inverters                       4        15.0            2.40
multi-input cells              28         201            32.1
flip-flops and latches          8         240            38.3
well taps                      46        57.6            9.18
repair buffers                  9        90.1            14.4
No activity file was given, so power comes from the tool's default toggle rates.
