==> ./design.v <==
module b_to_b_i (
              input signed [255:0] b,
              input [7:0] i,
              output reg b_i
              );
always @ * 
begin
  b_i = b[i];
end
endmodule
==> ./run.sh <==
#!/bin/bash
# OpenROAD 26Q1-2900-gdf79404cd8, Yosys 0.63+post, stock flow scripts
make -C /OpenROAD-flow-scripts/flow DESIGN_CONFIG=/design/flow/config.mk WORK_HOME=/design/flow/orfs finish
==> ./config.mk <==
export PLATFORM = sky130hd
export DESIGN_NAME = b_to_b_i
export DESIGN_NICKNAME = b_to_b_i
export VERILOG_FILES = /design/flow/design.v
export SDC_FILE = /design/flow/constraint.sdc
export NUM_CORES = 4
export LEC_CHECK = 1
export CORE_AREA = 10 10 132 132
export DIE_AREA = 0 0 142 142
==> ./constraint.sdc <==
current_design b_to_b_i

set clk_period 3.3
set clk_io_pct 0.2

create_clock -name clk0 -period $clk_period

set non_clock_inputs [all_inputs -no_clocks]
set_input_delay [expr $clk_period * $clk_io_pct] -clock clk0 $non_clock_inputs
set_output_delay [expr $clk_period * $clk_io_pct] -clock clk0 [all_outputs]
==> metrics.cfg <==
[floorplanning]
fp_util_pct = 15.29
boundaryPins = 265
placementRows = 44
dieHeight_microns = 142
die_w_microns = 142
core_sq_um = 14530
die_area_sq_um = 20160

[grt]
grt_use_met2_pct = 24.07
met3_usage_pct = 4.336
grt_usage_pct = 13.87
met1_usage_pct = 17.38
top_usage_layer = met2
antenna_found_initial = 0
grt_max_degree = 20
grt_pass1_vias = 3694
overflow = 0
grt_pass1_wl_microns = 21340

[route]
drt_wl_total_microns = 14510
num_antenna_cells = 0
drc = 0
drt_iter0_markers = 98
num_vias = 3111
ant_nets = 0
via_per_inst = 4.548
first_pass_iters = 6
avgRoutedWirePerCell_microns = 21.22

[worst_hold_path]
worstHoldStart = i[4]
min_delay_path_depth = 5
min_to = b_i
hold_path_class = input port to primary output

[power]
powerDensity_nw_per_um2 = 121.5
pwr-share-seq_pct = 0
power_uw = 647.1
switchingPower_uw = 200.5
ir_worst_vdd_mv = 0.04844
switching_share_pct = 30.99
p_leak_uw = 0.002065
power_frac_comb_pct = 100.0
p_int_uw = 446.6
p_clk_share_pct = 0

[critical_path]
cp.required_ns = 2.64
cp_slowest_cell = mux4_2
crit_arrival_ns = 2.56
cp-end-kind = primary output
critical_path_class = input port to primary output
worstPathMaxFanout = 1
path_cells = dlygate4sd2_1 -> mux4_2 -> mux2i_2 -> nor4b_2 -> o41a_1 -> nor4_2 -> a31oi_1 -> buf_2
cp-start-kind = input port
cp_top_family = multiplexers
slowest_delay_ns = 0.46
path_buffers = 2

[final_layout]
mostFrequentLayoutCell = clkdlybuf4s50_1
drive_above_1_share_pct = 18.00
area_growth_pct = 139.8
clkbuf_count = 0
fin_util_pct = 36.66
fin_area_sq_um = 5328
regArea_sq_um = 0
fill_cells = 1420
finalNonFillerCells = 684
seq_cell_count = 0
layout_top_cells = clkdlybuf4s50_1 (242), mux2i_1 (60), mux4_2 (35)

[timing]
drv_slew = 0
worstMarginPinSlew_ns = 0.3762
fmax_mhz = 310.3
fin_setup_tns_ns = 0
final.min_clock_period_ns = 3.223
rsz0062_at_grt = no
finalClockPeriodUsage_pct = 97.66
finalHoldViolations = 0
relSlewSlack_pct = 74.92
setup_viol = 0

[place]
dp.final_hpwl_microns = 13330
place_area_sq_um = 5275
dp_cells = 681
gp_congestion = 0.8893
io_buffers = 265

[yosys]
netlist_area_sq_um = 2222
ys_warn_count = 1
postSynthSeqShare_pct = 0
synthCells = 220
synth_top_area_share_pct = 31.42
ys_area_sq_um = 2222
yosysTopAreaCell = mux4_2
synth_cell_type_count = 35
ys_cells = 220
top_cells_by_area = mux4_2 (31%), mux2i_1 (27%), mux4_1 (5.9%)
avgSynthCellArea_sq_um = 10.10

[outcome]
status = finished, final reports clean

[flow_run]
warning_count = 32
max_cap_viol_count = 0

==> worst min-delay path, stage by stage <==
cell           delay [ns]
dlygate4sd2_1        0.27
buf_4                0.14
nand3_1              0.06
a31oi_1              0.11
buf_2                0.13
==> how the worst max path moves through the flow <==
stage,startpoint,endpoint,slack (ns),cells after the start
6_report,b[202],b_i,0.08,8
5_1_grt,b[205],b_i,0.005,8
4_1_cts,b[205],b_i,0.002,8
==> per-layer routing <==
metal  vias up  wire length (microns)
met5         -                      0
met4         0                     78
met3         4                   1246
met2       154                   7396
met1      1449                   5790
li1       1504                      -
==> stage by stage <==
| step | setup WS [ns] | hold slack [ns] |
|---|---|---|
| 6_report | 0.07724 | 2.041 |
| 5_1_grt | 0.004940 | 2.113 |
| 4_1_cts | 0.002219 | 2.058 |
| 3_5_place_dp | -0.5103 | 2.596 |
| 3_3_place_gp | -0.5226 | 2.624 |
| 2_1_floorplan | 0.4630 | 1.420 |
==> cell families after synthesis <==
kind of cell | Yosys count | share of synthesized area (%)
AOI/OAI and AO/OA | 53 | 16.67
and+or+nand+nor | 42 | 10.53
muxes | 97 | 64.81
buffers and inverters | 28 | 7.995
==> cell usage after synthesis (all sizes together) <==
master / n
nor2: 9
a21oi: 4
mux4: 36
mux2i: 61
o21ai: 3
inv: 1
a31oi: 5
nand2: 4
or3b: 1
a22oi: 10
and3: 2
clkbuf: 5
nor2b: 4
nand3b: 3
nand3: 5
o41ai: 1
o22ai: 20
buf: 21
a2111oi: 1
and4: 1
clkinv: 1
nor4: 8
nand4: 1
o41a: 1
nor4b: 1
a32oi: 1
nor3: 3
o211ai: 2
a22o: 5
==> power groups by stage <==
stage / combinational, uW / clock, uW / sequential (uW)
6_report: 647 / 0 / 0
5_1_grt: 693 / 0 / 0
4_1_cts: 653 / 0 / 0
==> layout make-up <==
class	instances	area (sq um)	share of cell area (%)
Tap cell	184	230.2	4.321
Multi-Input combinational cell	192	2073	38.92
Timing Repair Buffer	306	3017	56.62
Inverter	2	7.507	0.1409
==> repair_timing <==
action                                  4_1_cts  5_1_grt
endpoints found under the setup margin        1        1
buffers inserted                              2        0
resized                                      49        2
hold buffers                                  0        0
gates cloned                                  1        0
pin swaps                                     5        5
Power figures rest on the tool's default switching activity, not on a simulated workload.
